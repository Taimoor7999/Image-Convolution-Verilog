`./config.mk`:
```
export PLATFORM = sky130hd
export DESIGN_NAME = convolution
export DESIGN_NICKNAME = convolution
export VERILOG_FILES = /design/flow/design.v
export SDC_FILE = /design/flow/constraint.sdc
export NUM_CORES = 4
export LEC_CHECK = 1
export CORE_UTILIZATION = 50
```
`./constraint.sdc`:
```
current_design convolution

set clk_period 7.6
set clk_io_pct 0.2

create_clock -name clk0 -period $clk_period [get_ports {clk}]

set non_clock_inputs [all_inputs -no_clocks]
set_input_delay [expr $clk_period * $clk_io_pct] -clock clk0 $non_clock_inputs
set_output_delay [expr $clk_period * $clk_io_pct] -clock clk0 [all_outputs]
```
`./design.v`:
```
module convolution(
input        clk,
input [71:0] pixel_data_in,
input        pixel_data_valid_in,
output reg [7:0] convolved_data_out,
output reg   convolved_data_valid_out
);
reg [7:0] kernel_horizontal [8:0];
reg [7:0] kernel_vertical [8:0];
reg [10:0] mult_result_horizontal[8:0];
reg [10:0] mult_result_vertical[8:0];
reg [10:0] sum_horizontal;
reg [10:0] sum_vertical;
reg [10:0] sum_horizontal_reg;
reg [10:0] sum_vertical_reg;
reg mult_result_valid;
reg sum_result_valid;
reg convolved_data_valid_reg;
reg [20:0] convolved_data_intermediate1;
reg [20:0] convolved_data_intermediate2;
wire [21:0] convolved_data_combined;
reg convolved_data_intermediate_valid;
initial begin
    kernel_horizontal[0] =  1;
    kernel_horizontal[1] =  0;
    kernel_horizontal[2] = -1;
    kernel_horizontal[3] =  2;
    kernel_horizontal[4] =  0;
    kernel_horizontal[5] = -2;
    kernel_horizontal[6] =  1;
    kernel_horizontal[7] =  0;
    kernel_horizontal[8] = -1;
    kernel_vertical[0] =  1;
    kernel_vertical[1] =  2;
    kernel_vertical[2] =  1;
    kernel_vertical[3] =  0;
    kernel_vertical[4] =  0;
    kernel_vertical[5] =  0;
    kernel_vertical[6] = -1;
    kernel_vertical[7] = -2;
    kernel_vertical[8] = -1;
end    
always @(posedge clk) begin
    mult_result_horizontal[0] <= $signed(kernel_horizontal[0]) * $signed({1'b0, pixel_data_in[7:0]});
    mult_result_horizontal[1] <= $signed(kernel_horizontal[1]) * $signed({1'b0, pixel_data_in[15:8]});
    mult_result_horizontal[2] <= $signed(kernel_horizontal[2]) * $signed({1'b0, pixel_data_in[23:16]});
    mult_result_horizontal[3] <= $signed(kernel_horizontal[3]) * $signed({1'b0, pixel_data_in[31:24]});
    mult_result_horizontal[4] <= $signed(kernel_horizontal[4]) * $signed({1'b0, pixel_data_in[39:32]});
    mult_result_horizontal[5] <= $signed(kernel_horizontal[5]) * $signed({1'b0, pixel_data_in[47:40]});
    mult_result_horizontal[6] <= $signed(kernel_horizontal[6]) * $signed({1'b0, pixel_data_in[55:48]});
    mult_result_horizontal[7] <= $signed(kernel_horizontal[7]) * $signed({1'b0, pixel_data_in[63:56]});
    mult_result_horizontal[8] <= $signed(kernel_horizontal[8]) * $signed({1'b0, pixel_data_in[71:64]});
    mult_result_vertical[0] <= $signed(kernel_vertical[0]) * $signed({1'b0, pixel_data_in[7:0]});
    mult_result_vertical[1] <= $signed(kernel_vertical[1]) * $signed({1'b0, pixel_data_in[15:8]});
    mult_result_vertical[2] <= $signed(kernel_vertical[2]) * $signed({1'b0, pixel_data_in[23:16]});
    mult_result_vertical[3] <= $signed(kernel_vertical[3]) * $signed({1'b0, pixel_data_in[31:24]});
    mult_result_vertical[4] <= $signed(kernel_vertical[4]) * $signed({1'b0, pixel_data_in[39:32]});
    mult_result_vertical[5] <= $signed(kernel_vertical[5]) * $signed({1'b0, pixel_data_in[47:40]});
    mult_result_vertical[6] <= $signed(kernel_vertical[6]) * $signed({1'b0, pixel_data_in[55:48]});
    mult_result_vertical[7] <= $signed(kernel_vertical[7]) * $signed({1'b0, pixel_data_in[63:56]});
    mult_result_vertical[8] <= $signed(kernel_vertical[8]) * $signed({1'b0, pixel_data_in[71:64]});
    mult_result_valid <= pixel_data_valid_in;
end
always @(*) begin
    sum_horizontal = $signed(mult_result_horizontal[0]) + $signed(mult_result_horizontal[1]) + $signed(mult_result_horizontal[2]) +
                      $signed(mult_result_horizontal[3]) + $signed(mult_result_horizontal[4]) + $signed(mult_result_horizontal[5]) +
                      $signed(mult_result_horizontal[6]) + $signed(mult_result_horizontal[7]) + $signed(mult_result_horizontal[8]);
    sum_vertical = $signed(mult_result_vertical[0]) + $signed(mult_result_vertical[1]) + $signed(mult_result_vertical[2]) +
                   $signed(mult_result_vertical[3]) + $signed(mult_result_vertical[4]) + $signed(mult_result_vertical[5]) +
                   $signed(mult_result_vertical[6]) + $signed(mult_result_vertical[7]) + $signed(mult_result_vertical[8]);
end
always @(posedge clk) begin
    sum_horizontal_reg <= sum_horizontal;
    sum_vertical_reg <= sum_vertical;
    sum_result_valid <= mult_result_valid;
end
always @(posedge clk) begin
    convolved_data_intermediate1 <= $signed(sum_horizontal_reg) * $signed(sum_horizontal_reg);
    convolved_data_intermediate2 <= $signed(sum_vertical_reg) * $signed(sum_vertical_reg);
    convolved_data_intermediate_valid <= sum_result_valid;
end
assign convolved_data_combined = convolved_data_intermediate1 + convolved_data_intermediate2;
always @(posedge clk) begin
    if (convolved_data_combined > 4000)
        convolved_data_out <= 8'hFF;
    else
        convolved_data_out <= 8'h00;
    convolved_data_valid_out <= convolved_data_intermediate_valid;
end
endmodule
```
`./run.sh`:
```
#!/bin/bash
# OpenROAD 26Q1-2900-gdf79404cd8, Yosys 0.63+post, stock flow scripts
make -C /OpenROAD-flow-scripts/flow DESIGN_CONFIG=/design/flow/config.mk WORK_HOME=/design/flow/orfs finish
```
==> flow.log <==
[metrics] run summary
INFO  metric grt_start_max_net_pins = 21
INFO  metric status = finished, final reports clean
INFO  metric detail_route.wl_per_cell = 12.9 microns
INFO  metric yosys.area.top_type = fa_1
INFO  metric drt-initial-drc-count = 335
INFO  metric post_synth_inst_count = 2108
INFO  metric number_of_global_route_vias_before_repair = 13678
INFO  metric grt_pass1_wl = 62700 microns
INFO  metric setup_clock_skew_after_layout = 0.00919 ns
INFO  metric top_register = mult_result_horizontal
INFO  metric layout.filler_cells = 3521
INFO  metric mappedNetlistArea = 0.0209 sq mm
INFO  metric die_area = 0.0427 sq mm
INFO  metric leading_registers_by_flop_count = mult_result_horizontal x54, mult_result_vertical x37
INFO  metric grt_util_all_layers = 19.7%
INFO  metric hold_viol_final = 0
INFO  metric hold_end = sum_result_valid
INFO  metric dp_worst_setup_slack = 1.82 ns
INFO  metric post_synth_mux_area_share = 0.239%
INFO  metric worst_slack = 1.84 ns
INFO  metric enable_flop_cells = 0
INFO  metric worst_r2r_startpoint = sum_vertical_reg[4]
INFO  metric criticalPathCategory = reg2reg
INFO  metric worst-r2r-cell-count = 19
INFO  metric detail_route.vias_per_cell = 4.72
INFO  metric synth_largest_type_area_fraction = 36.7%
INFO  metric clock-sinks = 158
INFO  metric floorplanUtilization = 51.0%
INFO  metric timing.reg2reg.setup_slack = 1.84 ns
INFO  metric htree_levels = 4
INFO  metric critical_path.slowest_cell = dfxtp_1
INFO  metric cts-resized-gates = 0
INFO  metric synthesis.area_per_instance = 9.93 sq um
INFO  metric timing_max_transition_violations_final = 0
INFO  metric synthesis.yosys.warnings = 3
INFO  metric cts-buffers-inserted = 17
INFO  metric min-delay-start = mult_result_valid
INFO  metric routability_congestion_estimate_from_global_placement = 0.855
INFO  metric ys_chip_area = 0.0209 sq mm
INFO  metric setup.worst_path.end_class = register
INFO  metric setup_total_negative_slack = 0 ns
INFO  metric setup-violations-final = 0
INFO  metric synthMostInstantiatedCell = inv_1
INFO  metric tightest_pin_transition = 0.741 ns
INFO  metric largest_reg_flops = 54
INFO  metric cts_hold_repair.buffers = 0
INFO  metric initial_antenna_violation_count = 0
INFO  metric via_count = 12806
INFO  metric max-clock-path-buffers = 2
INFO  metric ios = 83
INFO  metric design.core.area = 0.0410 sq mm
INFO  metric cts.reportedPaths.clkPinSlew = 0.07 ns
INFO  metric tool_warnings = 73
INFO  metric synth.cellmix.simpleShare = 6.41%
INFO  metric worst_ep_arrival_time = 6.12 ns
INFO  metric die_height = 207 microns
INFO  metric worstSkewPairLatency = 0.44 ns
INFO  metric register_area = 0.00316 sq mm
INFO  metric worstHoldPathCells = 0
INFO  metric route.final.wire_length = 34900 microns
INFO  metric numPortBuffers = 74
INFO  metric layout_cells_sized_above_1 = 2.06%
INFO  metric ys_sh_aoi = 5.64%
INFO  metric post-cts-setup-buffers = 0
INFO  metric critPathRequiredTime = 7.96 ns
INFO  metric worst_slew_margin_rel = 50.5%
INFO  metric number_of_standard_cells_reported_by_yosys = 2108
INFO  metric drc = 0
INFO  metric post_synth_fa_ha_maj_area_fraction = 54.3%
INFO  metric critical_path.cell_chain = inv_1, nor2_1, inv_1, fa_1, inv_1, fa_1, inv_1, fa_1, fa_1, fa_1, inv_1, ha_1, and2_1, a31oi_1, a31o_2, nor2_1, or4_1, a21oi_1, xnor2_1
INFO  metric cts_root_buf = clkbuf_16
INFO  metric dominantRegCellSynth = dfxtp_1
INFO  metric critical_path_buf_inv_count = 5
INFO  metric area_leaders = fa_1 37%, ha_1 18%, dfxtp_1 15%, inv_1 12%, xnor2_1 5.2%
INFO  metric synth_cell_count_leaders = 643 x inv_1, 384 x fa_1, 294 x ha_1
INFO  metric chipWidth = 207 microns
INFO  metric fin_crit_sh = 75.8%
INFO  metric ys_sh_xor = 6.03%
INFO  metric finalCriticalPeriod = 5.76 ns
INFO  metric ys_ff = 158
INFO  metric max_stage_delay = 0.60 ns
INFO  metric crit_path_max_fanout = 10
INFO  metric placementRows = 74
INFO  metric post-dp-hpwl = 30600 microns
INFO  metric timing.rr.end = convolved_data_intermediate2[19]
INFO  metric final-comb-area = 0.0152 sq mm
INFO  metric critPathLaunchType = register
INFO  metric timing.critical_path.max_delay_family = adder cells
INFO  metric synth.logic.top_family = adder cells
INFO  metric type_of_the_most_critical_hold_path = reg2reg
INFO  metric postSynth.asyncResetShare = 0%
INFO  metric grt-ovfl-total = 0
INFO  metric yosysSeqAreaShare = 15.1%
INFO  metric synth_cell_type_count = 56
INFO  metric rsz_0062_raised_after_global_routing = false
INFO  metric detailedRoute.firstPassIterationCount = 16
INFO  metric tritoncts = yes
INFO  metric max_freq = 173 MHz
INFO  metric max_cap_viol_count = 0
INFO  metric ant_nets = 0
INFO  metric area_delta_synth_final = 8.97%
-- cells in the final DEF, fill, tap and decap left out, types with 7 or more instances in the layout --
master	count
nor2b_1	16
nand2b_1	9
o211ai_1	7
clkbuf_16	17
a21o_1	16
a21oi_1	65
xor2_1	20
ha_1	294
fa_1	384
o21ai_0	25
xnor2_1	124
or3_1	8
dfxtp_1	158
nor3_1	13
nand2_1	66
and2_1	56
clkdlybuf4s50_1	74
o21bai_1	18
inv_1	643
o21a_1	12
and3_1	10
nor2_1	63
nand3_1	9
-- worst max-delay path by stage --
stage | depth (start not counted) | slack, ns | endpoint | from
finish | 19 | 1.84 | convolved_data_intermediate2[19] | sum_vertical_reg[4]
global route | 19 | 1.50 | convolved_data_intermediate2[19] | sum_vertical_reg[4]
CTS | 19 | 1.79 | convolved_data_intermediate2[19] | sum_vertical_reg[4]
-- per-layer routing --
layer	routed length, microns	global-route usage, %	vias to the layer above
li1	-	-	6397
met2	17200	31.9	175
met4	219	1.21	0
met5	0	0	-
met3	1720	4.47	12
met1	15800	29.9	6222
-- worst reg2reg max path: stages (launching register included) --
cell	delay, ns
dfxtp_1	0.60
inv_1	0.24
nor2_1	0.23
inv_1	0.08
fa_1	0.48
inv_1	0.05
fa_1	0.50
inv_1	0.06
fa_1	0.51
fa_1	0.52
fa_1	0.54
inv_1	0.04
ha_1	0.35
and2_1	0.18
a31oi_1	0.20
a31o_2	0.23
nor2_1	0.06
or4_1	0.51
a21oi_1	0.19
xnor2_1	0.14
-- stage by stage --
stage                     hold WS, ns  util [%]  cells  area [sq um]
after floorplan                 0.310         -   2108         20900
after global placement          0.310      54.1   2682         22200
after detailed placement        0.312      54.1   2682         22200
after CTS                       0.329      55.6   2714         22800
after global routing            0.335      55.6   2714         22800
final                           0.328      55.6   2715         22800
-- layout make-up --
| type | instances | share of cell area, % |
|---|---|---|
| inverters | 643 | 10.6 |
| flip-flops and latches | 158 | 13.9 |
| well taps | 532 | 2.92 |
| diodes | 1 | 0.0110 |
| multi-input cells | 1275 | 66.7 |
| repair buffers | 74 | 3.25 |
| clock buffers | 17 | 1.87 |
| clock inverters | 15 | 0.834 |
-- logic make-up after synthesis --
logic type      after synthesis
simple gates                265
buf+inv                     675
compound gates              183
mux                           5
flops                       158
xor+xnor                    144
fa+ha+maj                   678
